==> flow/design.v <==
`timescale 1ns / 1ps
module Shifter(
    input clk,
    input rst,
    input [1:0] s,
    input [7:0] din,
    output [7:0] so,
    output flag
  );
  reg [8:0] q;
  always @(posedge clk or posedge rst)
  begin
    if (rst)
      q <= {9{1'b0}};
    else
    case (s)
      2'b11 :  
        q <= {din, q[0]};
      2'b01 :  
        q <= q >> 1;
      2'b10 :  
      begin
        q[8:1] <= q[8:1] << 1;
        q[0] <= q[0];
      end
      default:
        q <= q;
    endcase
  end
  assign flag = q[0];
  assign so = q[8:1];
endmodule
==> flow/run.sh <==
#!/bin/bash
# OpenROAD 26Q1-2900-gdf79404cd8, Yosys 0.63+post, stock flow scripts
make -C /OpenROAD-flow-scripts/flow DESIGN_CONFIG=/design/flow/config.mk WORK_HOME=/design/flow/orfs finish
==> flow/config.mk <==
export PLATFORM = sky130hd
export DESIGN_NAME = Shifter
export DESIGN_NICKNAME = Shifter
export VERILOG_FILES = /design/flow/design.v
export SDC_FILE = /design/flow/constraint.sdc
export NUM_CORES = 4
export LEC_CHECK = 1
export CORE_AREA = 10 10 70 70
export DIE_AREA = 0 0 80 80
==> flow/constraint.sdc <==
current_design Shifter

set clk_period 1.6
set clk_io_pct 0.2

create_clock -name clk0 -period $clk_period [get_ports {clk}]

set non_clock_inputs [all_inputs -no_clocks]
set_input_delay [expr $clk_period * $clk_io_pct] -clock clk0 $non_clock_inputs
set_output_delay [expr $clk_period * $clk_io_pct] -clock clk0 [all_outputs]
==> Changelog: implementation <==
### Metrics

- Layout area overhead: 63.3%
- ANT cells: 0
- Critical Path Start Type: flop
- Final hold violation count: 0
- Worst hold path class: primary input to async pin
- Seq cells post-synth: 9
- Slowest stage delay, CP: 0.51 ns
- Ys cells: 52
- Cells after Synth: 52
- Synth Cell Area: 577 um2
- PD cells: 784 nW/um2
- Reg2reg setup slack: 0.65 ns
- Iteration count of the initial detailed-routing pass: 4
- DRC: 0
- Status: completed
- IO buf count: 20
- Synth Seq Share: 39.0%
- Highest clock rate: 651 MHz
- Path depth of the worst reg2reg path: 2
- Layout Skew: 0.0151 ns
- Grt total ovfl: 0
- Post-CTS Hold Buffers: 0
- Largest Register: q
- Avg Inst Size Synth: 11.1 um2
- Max stage delay cell, worst path: clkdlybuf4s50_1
- Maxcap violations: 0
- CTS Sinks: 9
- Tmin final: 1.54 ns
- Crit share post-route: 96.0%
- Slew @ Worst Pin: 0.346 ns
- Final instance area: 942 um2
- Dpl hpwl: 1270 um
- Final setup violation count: 0
- Cell variety after synth: 14
- Initial antenna violation count: 0
- Worst setup path category: flop to output pin
- Cells along the critical path: clkdlybuf4s50_1
- Detailed Route Iter0 Violations: 26
- Core area: 3420 um2
- YS chip area: 577 um2
- Placed Area: 892 um2
- # rows: 21
- Buffer and inverter count on the worst path: 1
- Total GRT Usage: 5.10%
- Reg2reg start: q[3]
- FF-to-FF End: q[2]
- Global placement routability congestion: 0.786
- Crit path DRT: 1.28 ns
- TritonCTS Buffers: 3
- Vias in the first global route: 526
- Most numerous logic cells after layout: 20 x clkdlybuf4s50_1, 10 x buf_4, 8 x nor2b_1, 8 x dfrtp_1, 7 x nor3_2
- H-tree depth: 1
- OpenROAD warnings: 27
- Worst-case vdd ir drop: 0.323 mV
- FP Util: 16.9%
- Yosys warnings: 1
- Leakage power: 0.000374 uW
- Most frequent logic cell in the layout: clkdlybuf4s50_1
- Clk slew on worst S/H paths: 0.07 ns
- Die X: 80 um
- Clock buffer depth: 2
- Biggest regs: q: 9 flops
- Setup crit end kind: output pin
- WL/cell: 12.5 um
- Chip area: 6400 um2
- Post-DRT Antenna Nets: 0
- Max-Slew Margin vs Limit: 76.9%
- Die span in y: 80 um
- I/O pin cnt: 21
- Cell family with most CP delay: buffers and inverters
- First-pass GRT wire length: 2640 um
- Setup_tns: 0 ns
- Pins over their slew limit: 0
- Crit path DAT: 1.22 ns
- Filler instances: 369
- Vias per inst: 4.11
- Unrepaired setup endpoints after global routing: false
- Clock latency (worst-skew pair): 0.27 ns
- Max FFs per register: 9
- Critical Path Fanout Max: 4
- WL final: 1610 um
- Clk root buf: clkbuf_4
- Pin count of the biggest net entering global routing: 15
- Via count: 530
- Share of layout cells above drive strength 1: 37.3%
- CTS tree: done
## where the power goes
part           internal, uW  leakage [uW]  switching [uW]
registers               265      0.000107            50.0
logic                   162      0.000252            82.6
clock network          96.0     0.0000150            83.0
total                   523      0.000374             216
## layout make-up
class | instances | area, um2 | share of cell area, %
tap | 46 | 57.6 | 6.11
inverter | 3 | 11.3 | 1.20
timing repair buffer | 30 | 275 | 29.2
clock buffer | 4 | 26.3 | 2.79
multi-input combinational | 37 | 345 | 36.7
sequential | 9 | 226 | 24.0
## synth_stat cells (all sizes together)
library cell | n | area (um2)
nand2b | 1 | 13.8
nor3 | 12 | 90.1
ha | 3 | 37.5
a31oi | 2 | 12.5
a221oi | 6 | 90.1
nand2 | 2 | 7.51
buf | 3 | 17.5
dfrtp | 9 | 225
nor2b | 8 | 50.1
mux2 | 1 | 11.3
o21ai | 2 | 10.0
inv | 3 | 11.3
## per-layer routing
metal | part of all wire [%] | wire, um | GRT usage [%] | up-vias
li1 | - | - | - | 254
met1 | 49 | 787 | 7.42 | 248
met2 | 37 | 592 | 6.10 | 24
met3 | 13 | 212 | 3.30 | 4
met4 | 1.1 | 17 | 0.704 | 0
met5 | 0 | 0 | 0 | -
## worst max-delay path by stage
stage         cells past startpoint  slack (ns)  start  endpoint
finish                            1        0.06   q[3]     so[2]
CTS                               6       0.001   s[0]      q[2]
global route                      1       0.009   q[3]     so[2]
## kinds of logic after synthesis
group | share of synthesized area, %
and+or+nand+nor | 28.0
AOI/OAI and AO/OA | 19.5
DFF | 39.0
buffers and inverters | 4.99
adders and majority gates | 6.51
muxes | 1.95
## through the flow
step / hold WS [ns] / utilization [%] / std cells / setup slack (ns) / power, uW
floorplan: 0.148 / - / 52 / 0.343 / 406
detailed placement: 0.486 / 26.1 / 125 / -0.276 / 558
global placement: 0.472 / 26.1 / 125 / -0.235 / 553
CTS: 0.335 / 26.9 / 129 / 0.00109 / 740
global route: 0.353 / 27.6 / 129 / 0.00855 / 789
finish: 0.322 / 27.6 / 129 / 0.0635 / 739
## timing repair
| action | in CTS | in global routing |
|---|---|---|
| setup buffers | 0 | 0 |
| setup endpoints to repair | 0 | 10 |
| resized | 0 | 6 |
| hold endpoints to repair | 0 | 0 |
No activity file was given, so power comes from the tool's default toggle rates.
