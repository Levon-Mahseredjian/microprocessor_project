==> design.v <==
`timescale 1ns / 1ps
module Decoder(
    input clk,
    input rst,
    input [3:0] w,
    output reg a,
    output reg b,
    output reg out_reg,
    output reg [1:0] s,
    output reg mux1,
    output reg mux2,
    output reg alu,
    output reg [3:0] alu_op,
    output reg clraccum,
    output reg ir,
    output reg pc,
    input [3:0] en,
    input flag_bit
  );
  reg int_a;
  reg int_b;
  reg int_out_reg;
  reg [1:0] int_s;
  reg int_alu;
  reg int_clraccum;
  always @(posedge clk or posedge rst)
  begin
    if (rst == 1'b1)
    begin
      a <= 1'b0;
      b <= 1'b0;
      out_reg <= 1'b0;
      s <= 2'b00;
      mux1 <= 1'b0;
      mux2 <= 1'b0;
      alu <= 1'b0;
      clraccum <= 1'b1;
      ir <= 1'b0;
      pc <= 1'b0;
      alu_op <= {4{1'b1}};
      int_a <= 1'b0;
      int_b <= 1'b0;
      int_out_reg <= 1'b0;
      int_s <= 2'b00;
      int_alu <= 1'b0;
      int_clraccum <= 1'b1;
    end
    else if (clk == 1'b1)
    begin
      a <= 1'b0;
      b <= 1'b0;
      out_reg <= 1'b0;
      s <= 2'b00;
      alu <= 1'b0;
      clraccum <= 1'b0;
      ir <= 1'b0;
      pc <= 1'b0;
      int_clraccum <= 1'b0;
      case (en)
        4'b1000:
        begin  
          ir <= 1'b1;
        end
        4'b0100:
        begin  
          case (w)
            4'b0000:
              int_a <= 1'b1;   
            4'b0001:
              int_b <= 1'b1;   
            4'b0010:
              int_out_reg <= 1'b1;   
            4'b0011:
            begin
              mux1 <= 1'b0;
              int_s <= 2'b11;
            end   
            4'b0100:
            begin
              mux1 <= 1'b1;
              int_s <= 2'b11;
            end   
            4'b0101:
              int_s <= 2'b01;  
            4'b0110:
              int_s <= 2'b10;  
            4'b0111:
            begin
              if (flag_bit == 1)
              begin
                mux1 <= 1'b0;
                mux2 <= 1'b0;
                int_alu <= 1'b1;
                alu_op <= 4'b0011;
              end
            end   
            4'b1000:
            begin
              if (flag_bit == 1)
              begin
                mux2 <= 1'b1;
                int_alu <= 1'b1;
                alu_op <= 4'b0011;
              end
            end   
            4'b1001:
            begin
              int_alu <= 1'b1;
              alu_op <= 4'b0011;
            end   
            4'b1010:
            begin
              int_alu <= 1'b1;
              alu_op <= 4'b0100;
            end   
            4'b1011:
            begin
              int_alu <= 1'b1;
              alu_op <= 4'b0110;
            end   
            4'b1100:
            begin
              int_alu <= 1'b1;
              alu_op <= 4'b0000;
            end   
            4'b1101:
            begin
              int_alu <= 1'b1;
              alu_op <= 4'b0001;
            end   
            4'b1110:
            begin
              int_alu <= 1'b1;
              alu_op <= 4'b0010;
            end   
            4'b1111:
              int_clraccum <= 1'b1;   
          endcase
        end
        4'b0010:
        begin  
          a <= int_a;
          b <= int_b;
          out_reg <= int_out_reg;
          s <= int_s;
          alu <= int_alu;
          clraccum <= int_clraccum;
        end
        4'b0001:
        begin  
          int_a <= 1'b0;
          int_b <= 1'b0;
          int_out_reg <= 1'b0;
          int_s <= 1'b0;
          int_alu <= 1'b0;
          int_clraccum <= 1'b0;
          pc <= 1'b1;
        end
      endcase
    end
  end
endmodule
==> run.sh <==
#!/bin/bash
# OpenROAD 26Q1-2900-gdf79404cd8, Yosys 0.63+post, stock flow scripts
make -C /OpenROAD-flow-scripts/flow DESIGN_CONFIG=/design/flow/config.mk WORK_HOME=/design/flow/orfs finish
==> config.mk <==
export PLATFORM = sky130hd
export DESIGN_NAME = Decoder
export DESIGN_NICKNAME = Decoder
export VERILOG_FILES = /design/flow/design.v
export SDC_FILE = /design/flow/constraint.sdc
export NUM_CORES = 4
export LEC_CHECK = 1
export CORE_AREA = 10 10 111 111
export DIE_AREA = 0 0 121 121
==> constraint.sdc <==
current_design Decoder

set clk_period 1.1
set clk_io_pct 0.2

create_clock -name clk0 -period $clk_period [get_ports {clk}]

set non_clock_inputs [all_inputs -no_clocks]
set_input_delay [expr $clk_period * $clk_io_pct] -clock clk0 $non_clock_inputs
set_output_delay [expr $clk_period * $clk_io_pct] -clock clk0 [all_outputs]
==> results.yml <==
# yosys + openroad results
timing:
  fin_skew_ns: 0.000255
  rsz0062_at_grt: "true"
  hold_viol: 0
  period_needed_ns: 1.41
  max_clock_freq_mhz: 711
  slew_headroom_pct: 72.1
  hold_slack_ns: 0.249
  final-max-slew-violation-count: 0
  fin_crit_sh_pct: 128
  tightestPinTransition_ns: 0.418
  setup_violations: 16
  fin_ws_ns: -0.306
worst_setup_path:
  cp-end-kind: "flop"
  crit_type: "input pin to flop"
  ff2ff_path_depth: 3
  worst_path_most_repeated_cell: "buf_6"
  crit_slowest_cell: "or4b_4"
  crit_chain: "buf_6 > or4b_4 > buf_6 > a211oi_4 > nor2_1 > a311oi_1"
  cp.required_ns: 1.26
  regToRegStartpoint: "mux2"
  crit_arrival_ns: 1.56
  start_kind: "input pin"
  rrSetupSlack_ns: 0.21
  slowest_delay_ns: 0.56
  path_max_fanout: 4
  r2r_end: "mux2"
die:
  io_pins: 26
  die_area_um2: 14600
  num_rows: 36
  die_h_um: 121
  die_x_um: 121
  fp_util_pct: 9.88
  core_um2: 9860
placement:
  dp_hpwl_mm: 2.22
  io_buffers: 25
  gp_congestion: 0.806
  dp_slack_ns: -0.901
  dp.cells: 266
logic_synthesis:
  yosys_cells: 85
  syn_avg_cell_area_um2: 11.5
  syn_inst: 85
  postSynth.asyncResetShare_pct: 100
  ys_area_um2: 975
  ys.flops: 22
  synth_cell_types: 30
  synthFlopType: "dfrtp_1"
  ys_warn_count: 1
  netlist_area_um2: 975
  synth-edff-count: 0
  synth-seq-area-share_pct: 57.3
grt:
  grt_pass1_wl_mm: 4.66
  globalRouteTotalUtil_pct: 4.00
  grt_overflow: 0
  grt_pass1_vias: 863
  antenna_found_initial: 2
  grt_max_degree: 23
detailed_routing:
  firstDrtPassIters: 4
  wl_mm: 2.80
  vias: 831
  postRouteAntennaNets: 0
  drt_iter0_drc: 5
  wl_per_cell_um: 10.2
  drc: 0
  detail_route.vias_per_cell: 3.02
worst_hold_path:
  min_path_type: "input pin to flop"
  worstHoldStart: "en[2]"
  hold_path_end: "ir"
  min_delay_path_depth: 3
final_layout:
  drive_gt1_share_pct: 52.1
  final_core_util_pct: 17.6
  seq_area_um2: 558
  largest-register: "alu_op"
  syn2layout_area_growth_pct: 78.0
  nFillCells: 1055
  logic_area_um2: 475
  reg.largest.list: "alu_op: 4 flops, int_s: 2 flops, s: 2 flops"
  largest_register_ffs: 4
  stdcell_count: 275
power_and_ir_drop:
  vdd.ir_drop.worst_uv: 556
  p_per_area_nw_per_um2: 1150
  p_leak_uw: 0.000743
  p_total_uw: 2000
clock_tree:
  cts_tree: "built"
  clockRootBuffer: "clkbuf_8"
  cts_sinks: 22
  clkTransAtPathRegs_ns: 0.08
  clockBufferDepth: 2
  htree_levels: 1
  clkLatencyLatePin_ns: 0.25
  numCtsBuffers: 3
status:
  status: "finished, violations left"
  violations: "negative setup slack"
run:
  cap_violations: 0
  warnings: 28
repair_timing:
item                                    CTS  global route
pin swaps                                 5             9
gates resized                            60            25
endpoints found under the setup margin   35            30
hold buffers                              0             0
buffers inserted                          2             2
worst max-delay path, delay by kind of cell:
family,cells,cell delay [ns]
simple gates,2,0.64
compound gates,2,0.47
buf+inv,2,0.24
how the worst max path moves through the flow:
stage / from / endpoint
final: en[0] / int_s[0]
after global routing: en[0] / int_s[0]
after CTS: en[3] / alu_op[0]
per-stage QoR:
step                      area (µm²)  setup TNS, ns
after floorplan                  986          -2.80
after global placement          1600         -13.76
after detailed placement        1600         -14.02
after CTS                       1660          -3.54
after global routing            1730          -3.66
final                           1740          -2.93
cells in the mapped netlist, types with 2 or more instances:
master,number,area (µm²)
a21oi_1,2,10.0
a311oi_1,2,17.5
a31oi_1,4,25.0
and2_1,7,43.8
clkbuf_1,4,15.0
dfrtp_1,16,400
dfstp_2,6,158
inv_1,5,18.8
mux2_1,2,22.5
nand2_1,2,7.51
nor2_1,10,37.5
nor4b_1,3,26.3
o21ai_0,4,20.0
o31ai_1,2,15.0
metal layers:
metal	up-vias	wire length [µm]	GRT usage, %
met1	389	1200	4.95
met4	0	31	0.151
met3	4	318	2.46
met2	22	1240	6.12
li1	416	-	-
met5	-	0	0
area by class of cell:
| type | count | share of cell area (%) |
|---|---|---|
| well taps | 133 | 9.59 |
| flip-flops and latches | 22 | 32.2 |
| diodes | 2 | 0.288 |
| repair buffers | 55 | 25.4 |
| clock buffers | 3 | 2.38 |
| multi-input cells | 54 | 27.4 |
| clock inverters | 1 | 1.73 |
| inverters | 5 | 1.08 |
cell usage in the layout, fill, tap and decap left out, types with 2 or more instances in the layout:
| cell type | n |
|---|---|
| buf_4 | 27 |
| dfrtp_1 | 16 |
| nor2_1 | 9 |
| clkdlybuf4s15_1 | 9 |
| buf_2 | 8 |
| and2_1 | 7 |
| dfstp_2 | 6 |
| inv_1 | 4 |
| a31oi_1 | 4 |
| buf_6 | 4 |
| nor4b_2 | 3 |
| clkbuf_8 | 3 |
| clkbuf_2 | 3 |
| diode_2 | 2 |
| o21ai_1 | 2 |
| a311oi_1 | 2 |
| nand2_1 | 2 |
| mux2_4 | 2 |
| dlygate4sd2_1 | 2 |
kinds of logic (layout without fill, tap and decap cells):
group	Yosys count	in the layout	share of synthesized area [%]
AND/OR/NAND/NOR	31	31	19.5
other	0	2	0
flip-flops	22	22	57.3
buffers and inverters	9	64	3.47
AND-OR/OR-AND	20	20	16.3
multiplexers	3	3	3.47
where the power goes:
part	switching [µW]	leakage, µW	internal (µW)
Combinational	141	0.000435	196
Clock	247	0.0000357	485
Sequential	37.6	0.000272	893
Power and IR drop assume default switching activity.
