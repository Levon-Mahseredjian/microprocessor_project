## /design/flow/design.v

```verilog
`timescale 1ns / 1ps
module ALU #(
    parameter DATA_SIZE = 8,
    parameter OP_CODE_SIZE = 4
) (
    input [(DATA_SIZE)-1:0]         A, B,                    
    input [(OP_CODE_SIZE)-1:0]      OP_CODE,                 
    input                           CLOCK, RESET, ENABLE,    
    output reg [(DATA_SIZE)-1:0]    RESULT,                  
    output reg                      VALID_OUT               
);
reg CARRY_IN = 0;
reg CARRY_OUT = 0;
always @ (posedge CLOCK, posedge RESET) begin
    if (RESET == 1'b1) begin
        RESULT      <= {DATA_SIZE{1'b0}};
        VALID_OUT   <= 1'b0;
        CARRY_OUT   <= 1'b0;
    end
    else if (CLOCK == 1'b1) begin
        if (ENABLE == 1'b1) begin
            case(OP_CODE)
                4'b0000:   begin
                    {CARRY_OUT,RESULT}  <= {1'b0,A} & {CARRY_IN,B};  
                    VALID_OUT           <= 1'b1;                     
                end
                4'b0001:   begin
                    RESULT <= A | B;
                    VALID_OUT <= 1'b1;
                end
                4'b0010:   begin
                    RESULT <= A ^ B;
                    VALID_OUT <= 1'b1;
                end
                4'b0011:   begin
                    {CARRY_OUT,RESULT} <= {1'b0,A} + {CARRY_IN,B}; 
                    VALID_OUT <= 1'b1;   
                end
                4'b0100:   begin
                    {CARRY_OUT,RESULT} <= {1'b0,A} - {CARRY_IN,B};  
                    VALID_OUT <= 1'b1;
                end
                4'b0101:   begin          
                    RESULT <= ~A;
                    VALID_OUT <= 1'b1;
                end
                4'b0110:   begin
                    RESULT <= ~B;
                    VALID_OUT <= 1'b1;
                end
                4'b0111:   begin
                    RESULT <= B;
                    VALID_OUT <= 1'b1;
                end
                default: VALID_OUT <= 1'b0;
            endcase
        end else begin
            VALID_OUT <= 1'b0;
        end
    end
end
endmodule
```

## /design/flow/run.sh

```bash
#!/bin/bash
# OpenROAD 26Q1-2900-gdf79404cd8, Yosys 0.63+post, stock flow scripts
make -C /OpenROAD-flow-scripts/flow DESIGN_CONFIG=/design/flow/config.mk WORK_HOME=/design/flow/orfs finish
```

## /design/flow/constraint.sdc

```tcl
current_design ALU

set clk_period 1.0
set clk_io_pct 0.2

create_clock -name clk0 -period $clk_period [get_ports {CLOCK}]

set non_clock_inputs [all_inputs -no_clocks]
set_input_delay [expr $clk_period * $clk_io_pct] -clock clk0 $non_clock_inputs
set_output_delay [expr $clk_period * $clk_io_pct] -clock clk0 [all_outputs]
```

## /design/flow/config.mk

```make
export PLATFORM = sky130hd
export DESIGN_NAME = ALU
export DESIGN_NICKNAME = ALU
export VERILOG_FILES = /design/flow/design.v
export SDC_FILE = /design/flow/constraint.sdc
export NUM_CORES = 4
export LEC_CHECK = 1
export CORE_AREA = 10 10 98 98
export DIE_AREA = 0 0 108 108
```

==> GITHUB_STEP_SUMMARY <==
## PnR job results

| Metric | Value |
|---|---|
| Clk buf depth | `2` |
| Fraction of registers with async set/reset | `100%` |
| Residual DRC count | `0` |
| Post-Synth Adder-Cell Area | `21.2%` |
| GPL Wtd Cong | `0.894` |
| Ys flops | `9` |
| Cts-stage hold buffer count | `0` |
| Worst hold path class | `in2async` |
| Final ANT Viol Nets | `0` |
| Max_slew headroom | `57.9%` |
| Finished Layout Cells | `385` |
| Detailed-route wire length | `4.72 mm` |
| Max-cap viol count | `0` |
| Final Hold Fails | `0` |
| Startpoint types | `input port` |
| Area after DPL | `0.00233 mm2` |
| Post-synth EDFFs | `0` |
| Die Height | `108 um` |
| Design Power | `2.10 mW` |
| Syn_area_per_cell | `7.65 um2` |
| Worst-path cell chain | `buf_6, or3b_4, nor2_8, nor2_4, xnor2_2, ha_1, nor2b_4, o31a_1, o21a_1, or3_1, a31oi_2, o21ai_1` |
| Worst Path Required | `1.11 ns` |
| Clock transition at path regs | `0.04 ns` |
| Boundary pin count | `32` |
| Fin crit share | `246%` |
| Pleak | `1.20 nW` |
| Clock period minus final worst setup slack | `2.46 ns` |
| Area grow syn2layout | `70.1%` |
| First-pass GRT wire length | `7.90 mm` |
| Simple share | `18.4%` |
| AO/OA Area Share | `25.1%` |
| Grt total ovfl | `0` |
| # placed instances | `373` |
| Pin count of the biggest net entering global routing | `27` |
| CP Data Arrival Time | `2.56 ns` |
| CP peak stage delay | `0.42 ns` |
| I/O Buffers | `31` |
| DR pass1 iterations | `4` |
| Site row count | `32` |
| Clk sinks | `9` |
| Initial DRC count | `30` |
| Peak Freq | `407 MHz` |
| Drt via density | `4.33` |
| Clock Root Buffer | `clkbuf_8` |
| Main logic family after synthesis | `AND-OR/OR-AND gates` |
| Yosys cell types | `40` |
| Critical path fanouts, max | `4` |
| Log Warnings | `37` |
| Pre-CTS WS | `-2.02 ns` |
| Worst Setup End Kind | `flip-flop` |
| Status | `complete, but fails checks` |
| CTS Buf Count | `3` |
| Yosys stat chip area | `0.00151 mm2` |
| CP Class | `in2reg` |
| Final Setup Violations | `8` |
| Cells after Synth | `197` |
| Synth warnings | `1` |
| Latency at later pin | `0.23 ns` |
| Area leader share | `19.9%` |
| Number of global-route vias before repair | `1711` |
| Worst setup margin | `-1.46 ns` |
| Core region area | `0.00765 mm2` |
| Top area cell types | `ha_1 20%, dfrtp_1 15%, a21oi_1 7.0%, xnor2_1 7.0%, inv_1 5.5%` |
| Clock Skew | `0 ns` |
| Max H-tree Level | `1` |
| CP top delay family | `simple AND/OR/NAND/NOR gates` |
| Fin. max-slew vios | `0` |
| Fin Hold WS | `0.236 ns` |
| Post-Syn Area | `0.00151 mm2` |
| CP bufs+invs | `1` |
| Total die area | `0.0117 mm2` |
| Failing checks | `negative setup slack` |
| Final Instance Area | `0.00256 mm2` |
| Mux share | `1.41%` |
| Yosys Instances | `197` |
| Ys flop type | `dfrtp_1` |
| Number of diodes | `0` |
| Power per cell area | `820 mW/mm2` |
| Setup_tns | `-9.35 ns` |
| Avg WL per Cell | `12.3 um` |
| Detailed placer's ending HPWL | `3.87 mm` |
| Synth area leader | `ha_1` |
| Tot GR Track Use | `8.15%` |
| Synth Area in XOR/XNOR | `10.4%` |
| RSZ-0062 raised after global routing | `yes` |
| Slowest-stage cell, CP | `or3b_4` |
| Worst-Margin Slew | `0.631 ns` |
| Core utilization of the finished layout | `33.5%` |
| DR vias | `1667` |
| CTS tree | `built` |
| Initial antenna violation count | `0` |
| Die x size | `108 um` |
| Fp_density | `19.7%` |
| Share of cells above drive strength 1 | `39.6%` |
| Maximum VDD drop | `0.373 mV` |
| Post-synthesis sequential area ratio | `14.9%` |
==> kinds of logic (layout without fill, tap and decap cells) <==
group                      count (synthesis)  in the layout
muxes                                      2              2
AOI/OAI and AO/OA                         59             59
and+or+nand+nor                           53             53
buffers and inverters                     32            118
DFF                                        9              9
adders and majority gates                 25             25
xor gates and xnor gates                  17             17
==> worst paths after layout <==
kind / start / end / slack (ns) / cells past startpoint
setup / recovery: OP_CODE[0] / RESULT[6] / -1.46 / 12
hold reg to reg: RESULT[1] / RESULT[1] / 0.49 / 2
setup reg to reg: RESULT[5] / RESULT[5] / -0.04 / 3
hold / removal: RESET / VALID_OUT / 0.24 / 2
min in group clk0: RESULT[1] / RESULT[1] / 0.49 / 2
max in group asynchronous: RESET / RESULT[2] / 0.52 / 2
==> layout make-up <==
class	instances	area (um2)
repair buffers	92	766
fillers	762	5080
multi-input cells	156	1310
flip-flops and latches	9	225
inverters	22	87.6
well taps	102	128
clock buffers	4	45.0
==> registers in the layout (all words and copies together), names as in the netlist <==
register and flops:
VALID_OUT 1, RESULT 8
==> synth_stat cells (2+ instances only) <==
cell type / count
o22ai_1: 3
clkbuf_1: 5
o21ai_1: 5
xnor2_1: 12
nand2_1: 10
or3_1: 4
xor2_1: 4
a211oi_1: 2
nand2b_1: 4
ha_1: 24
a221o_1: 2
o21a_1: 3
a21oi_1: 21
nor3_1: 6
nor2b_1: 7
inv_1: 22
a31oi_1: 6
nor2_1: 16
o32ai_1: 4
dfrtp_1: 9
buf_2: 3
o21ai_0: 6
o31ai_1: 2
==> layer usage <==
layer / vias to the layer above / part of all wire (%) / global-route usage, %
met5: - / 0 / 0
met4: 0 / 1.1 / 1.05
met3: 6 / 5.9 / 1.45
met2: 32 / 47 / 14.0
met1: 771 / 46 / 10.7
li1: 858 / - / -
==> what timing repair did <==
action	in CTS	in global routing
pin swaps	17	15
endpoints found under the setup margin	18	14
setup buffers	6	3
gates resized	66	25
hold endpoints to repair	0	0
cloned	0	0
==> power by group <==
part / internal [mW] / switching [mW]
clock: 0.277 / 0.132
combinational: 0.696 / 0.548
sequential: 0.423 / 0.0283
==> cell usage in the layout (no fill, tap or decap), drive strengths merged, types with 3 or more instances in the layout <==
cell type      instances
clkdlybuf4s50         15
a31oi                  7
clkdlybuf4s15          4
o32ai                  4
inv                   22
nor3                   6
ha                    24
a21oi                 21
nor2                  17
o22ai                  3
nor2b                  7
or3                    4
xnor2                 13
nand2b                 4
o21a                   3
clkbuf                 9
nand2                 10
dfrtp                  9
buf                   67
xor2                   4
o21ai                 11
Power and IR drop assume default switching activity.
